[/design/flow/design.v]
`timescale 1ns / 1ps
module SevenSegment(numin, segout);
    input	[3:0] numin;
    output	reg [6:0] segout;     
    always @(numin)
    begin
        case (numin)
                4'b0000: segout <= 7'b0000001;     
                4'b0001: segout <= 7'b1001111;     
                4'b0010: segout <= 7'b0010010;     
                4'b0011: segout <= 7'b0000110;     
                4'b0100: segout <= 7'b1001100;     
                4'b0101: segout <= 7'b0100100;     
                4'b0110: segout <= 7'b0100000;     
                4'b0111: segout <= 7'b0001111;     
                4'b1000: segout <= 7'b0000000;     
                4'b1001: segout <= 7'b0000100;     
                4'b1010: segout <= 7'b0001000;     
                4'b1011: segout <= 7'b1100000;     
                4'b1100: segout <= 7'b0110001;     
                4'b1101: segout <= 7'b1000010;     
                4'b1110: segout <= 7'b0110000;     
                4'b1111: segout <= 7'b0111000;     
                default: segout <= 7'b1111111;   
       endcase
     end
endmodule
`timescale 1ns / 1ps
module Two4DigitDisplay(Clk, NumberA, NumberB, out7, en_out);
    parameter NUM_WIDTH = 16;
    input  Clk;
    input  [NUM_WIDTH - 1:0] NumberA, NumberB;
    output [6:0] out7;  
    output reg [7:0] en_out;
    reg  [3:0] in4;        
    wire [3:0] firstdigitA;
    wire [3:0] seconddigitA;
    wire [3:0] thirddigitA;
    wire [3:0] forthdigitA;
    wire [3:0] firstdigitB;
    wire [3:0] seconddigitB;
    wire [3:0] thirddigitB;
    wire [3:0] forthdigitB;
    SevenSegment m1(in4, out7);
    reg  [19:0] cnt = 19'd0;
    always @(posedge Clk) begin
        cnt <= cnt + 1;
    end
    assign firstdigitA = NumberA[3:0];
    assign seconddigitA = NumberA[7:4];
    assign thirddigitA = NumberA[11:8];
    assign forthdigitA = NumberA[15:12];
    assign firstdigitB = NumberB[3:0];
    assign seconddigitB = NumberB[7:4];
    assign thirddigitB = NumberB[11:8];
    assign forthdigitB = NumberB[15:12];
    always @(cnt) begin
        case(cnt[19:17])   
            3'b000: begin en_out <= 8'b11111110; in4 <= firstdigitA; end
            3'b001: begin en_out <= 8'b11111101; in4 <= seconddigitA; end
            3'b010: begin en_out <= 8'b11111011; in4 <= thirddigitA; end
            3'b011: begin en_out <= 8'b11110111; in4 <= forthdigitA; end
            3'b100: begin en_out <= 8'b11101111; in4 <= firstdigitB; end
            3'b101: begin en_out <= 8'b11011111; in4 <= seconddigitB; end
            3'b110: begin en_out <= 8'b10111111; in4 <= thirddigitB; end
            3'b111: begin en_out <= 8'b01111111; in4 <= forthdigitB; end
            default: begin en_out <= 8'b11111111; in4 <= 4'b1111; end 
        endcase
     end
endmodule
[/design/flow/run.sh]
#!/bin/bash
# OpenROAD 26Q1-2900-gdf79404cd8, Yosys 0.63+post, stock flow scripts
make -C /OpenROAD-flow-scripts/flow DESIGN_CONFIG=/design/flow/config.mk WORK_HOME=/design/flow/orfs finish
[/design/flow/config.mk]
export PLATFORM = sky130hd
export DESIGN_NAME = Two4DigitDisplay
export DESIGN_NICKNAME = Two4DigitDisplay
export VERILOG_FILES = /design/flow/design.v
export SDC_FILE = /design/flow/constraint.sdc
export NUM_CORES = 4
export LEC_CHECK = 1
export CORE_AREA = 10 10 113 113
export DIE_AREA = 0 0 123 123
[/design/flow/constraint.sdc]
current_design Two4DigitDisplay

set clk_period 4.9
set clk_io_pct 0.2

create_clock -name clk0 -period $clk_period [get_ports {Clk}]

set non_clock_inputs [all_inputs -no_clocks]
set_input_delay [expr $clk_period * $clk_io_pct] -clock clk0 $non_clock_inputs
set_output_delay [expr $clk_period * $clk_io_pct] -clock clk0 [all_outputs]
==> results.txt <==
flow finished, numbers: Hold-fix buffers, CTS=0, Peak VDD IR=105.3 uV, sequential-to-total area share from yosys stat=0.2904, WP data required=~3900 ps, clock latency (worst-skew pair)=around 250 ps, asr flop ratio synth=0, initial antenna violation count=0, layout cells sized above 1=0.05128, I/O pin count=48, ANT nets after route=0, Routed WL=3669 um, initial DRC count=89, Die Wd=around 120 um, placer congestion estimate=0.8606, FMAX=230.6 MHz, CP Class=primary input to output port, tool warnings=29, RSZ-0062 raised after global routing=false, leakage power=between 0.0006 and 0.0007 uW, max reg flops=20, Sum Neg Setup Slack=0 ps, CP Max Fanout=7, setup violators final=0, CP endpoint=out7[6], Top reg by flops=cnt, Min-Delay Path Class=flip-flop to flip-flop, first-pass GRT wire length=~5600 um, CTS sink cnt=20, CTS max path bufs=2, vias in the first global route=~1.1k, CP max stage delay=490 ps, cells in synth_stat.txt=152, chip area=15130 um^2, # diodes=0, critical path, cell by cell=clkdlybuf4s50_1 > nor3b_1 > a211oi_1 > o22ai_1 > inv_1 > ha_1 > a221o_1 > clkdlybuf4s50_1, Mapped Area=1379 um^2, synthesis area per yosys=1379 um^2, overflow left after global routing=0, RR Endpoint=cnt[18], origin of the worst setup path=NumberA[4], EDFF count, synth=0, port bufs=47, crit path launch type=primary input, status=finished clean, Final Hold Viols=0, Placement Rows=37, Synthesized registers=20, pre-CTS setup slack=approximately 570 ps, Reg-to-Reg Start=cnt[17], Main synth FF type=dfxtp_1, Top Layout Cells=clkdlybuf4s50_1, dfxtp_1, nand2_1, xnor2_1, mux2i_1, Clock Root Buffer=clkbuf_8, Rel. slew slack=0.4635, Worst Tran Pin Value=about 800 ps, post_cts resized=0, fin crit share=0.8848, Core Util, Final=0.1943, first-pass iteration count of the detailed router=4, P&R area growth vs syn=45.46%, crit path DAT=~3400 ps, r2r setup slk=3010 ps, Slowest-stage cell, CP=o22ai_1, vias per cell=~3.7, Synth Area per Inst=9.071 um^2, Wirelength per Cell=11.08 um, Hold WS=450.3 ps, final worst slack=564.3 ps, fp util=0.1336, crit path capture type=output port, die height=123 um, total CTS buffers=3, Via Count=1229, CTS H-tree lvls=1, core footprint=10320 um^2, Cell Type Count=~45, Tot GR Track Use=0.04502, post-CTS setup buffer count=0, hpwl dp=just under 3000 um, Yosys warning count=2, Setup Skew=5.413 ps, MaxCap Viol Count=0, largest net degree at the start of global routing=22, CP dominant cell by count=clkdlybuf4s50_1, DRC errors left=0, top flop regs=cnt x20, Slew Viols, Final=0, CTS tree=built, Worst R2R Path Depth=3, P per Cell Area=between 150 and 200 nW/um^2, clock-pin slew on the worst setup and hold paths=around 60 ps, Final min period=4336 ps, top logic cell by instance count in the layout=clkdlybuf4s50_1, Post-Syn Instances=152
==> report_power, final <==
part	total (uW)	leakage [uW]	switching (uW)	internal [uW]
sequential	162	0.000161	0	162
combinational	60.7	0.000509	18.6	42.1
clock	120	0.0000288	49.1	71.3
==> critical path, delay by kind of cell <==
family	cells	cell delay, ps
AOI/OAI and AO/OA	3	910
adders and majority gates	1	290
buffers and inverters	3	1000
and+or+nand+nor	1	190
==> cells by family after synthesis <==
kind of cell	share of synthesized area
fa+ha+maj	0.06352
compound gates	0.1397
buf+inv	0.06351
mux	0.1025
simple gates	0.2196
xor+xnor	0.1207
flops	0.2904
==> metal layers <==
metal | GRT usage | share of wire | up-vias
li1 | - | - | 637
met1 | 0.06402 | 0.51 | 541
met2 | 0.06693 | 0.37 | 49
met3 | 0.01804 | 0.12 | 2
met4 | 0.0007278 | 0.0014 | 0
met5 | 0 | 0 | -
==> worst min-delay path by stage <==
stage            from      end  slack (ps)  depth (start not counted)
finish        cnt[11]  cnt[11]         450                          1
CTS            cnt[0]   cnt[0]         450                          1
global route   cnt[0]   cnt[0]         490                          1
==> cell type report <==
type                       count  area, um^2
multi-input combinational    119       890.9
timing repair buffer          47       470.5
clock buffer                   4       55.05
sequential                    20       400.4
tap                          136       170.2
inverter                       5       18.77
fill                        1104        8318
==> stage by stage <==
stage / instance area, um^2 / total power [uW] / std cells
final: 2006 / 343.6 / 331
after global routing: 2006 / 360.9 / 331
after CTS: 2006 / 347.6 / 331
after detailed placement: 1951 / 227.3 / 327
after global placement: 1951 / 227.3 / 327
after floorplan: 1379 / 187.8 / 152
==> cell usage after synthesis, types with 2 or more instances <==
cell type	number	share of area
dfxtp_1	20	0.29
nand2_1	15	0.041
mux2i_1	13	0.094
xnor2_1	13	0.083
nand3_1	9	0.033
o22ai_1	8	0.036
ha_1	7	0.064
and3_1	6	0.027
nor2_1	6	0.016
xor2_1	6	0.038
inv_1	5	0.014
buf_6	4	0.033
nor2b_1	3	0.014
a31oi_1	2	0.0091
and4_1	2	0.013
buf_4	2	0.011
nand4_1	2	0.0091
nor3b_1	2	0.011
No activity file was given, so power comes from the tool's default toggle rates.
