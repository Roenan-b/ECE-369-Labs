<file path="flow/design.v">
`timescale 1ns / 1ps
module mux3x1(
  output reg [31:0] out,
  input  [31:0] inA,    
  input  [31:0] inB,    
  input  [31:0] inC,    
  input  [1:0]  sel
);
  always @(*) begin
    case (sel)
      2'b00: out = inA;
      2'b01: out = inB;
      2'b10: out = inC;
      default: out = inA;  
    endcase
  end
endmodule
</file>
<file path="flow/run.sh">
#!/bin/bash
# OpenROAD 26Q1-2900-gdf79404cd8, Yosys 0.63+post, stock flow scripts
make -C /OpenROAD-flow-scripts/flow DESIGN_CONFIG=/design/flow/config.mk WORK_HOME=/design/flow/orfs finish
</file>
<file path="flow/constraint.sdc">
current_design mux3x1

set clk_period 3.9
set clk_io_pct 0.2

create_clock -name clk0 -period $clk_period

set non_clock_inputs [all_inputs -no_clocks]
set_input_delay [expr $clk_period * $clk_io_pct] -clock clk0 $non_clock_inputs
set_output_delay [expr $clk_period * $clk_io_pct] -clock clk0 [all_outputs]
</file>
<file path="flow/config.mk">
export PLATFORM = sky130hd
export DESIGN_NAME = mux3x1
export DESIGN_NICKNAME = mux3x1
export VERILOG_FILES = /design/flow/design.v
export SDC_FILE = /design/flow/constraint.sdc
export NUM_CORES = 4
export LEC_CHECK = 1
export CORE_AREA = 10 10 78 78
export DIE_AREA = 0 0 88 88
</file>
==> reports/metrics.cfg <==
[layout]
flow.area_growth_from_synthesis_pct = 208
n_sequential_cell = 0
design_area_um2 = 1960
area.sequential_um2 = 0
post-route-util = 0.444
fraction_of_layout_cells_with_a_size_suffix_above_1 = 0.0255
mostFrequentLayoutCell = sky130_fd_sc_hd__clkdlybuf4s50_1
nClkBuffers = 0
layout_top_cells_excl_fill_tap = sky130_fd_sc_hd__clkdlybuf4s50_1, sky130_fd_sc_hd__a22oi_1, sky130_fd_sc_hd__nand2_1

[pwr]
internal_power_uw = 174
leakage_uw = 0.000720
worst_ir_drop_vdd_mv = 0.0581
power.share.combinational = 1.000
power_frac_clock = 0
p_seq_frac = 0
powerDensity_nw_per_um2 = 124
netSwitchingFraction = 0.282
power.net_switching_uw = 68.3

[run_status]
status = finished clean

[drt]
route.antenna.diode_count = 0
postRouteAntennaNets = 0
detail_route.wirelength_um = 4510
drcViolationCount = 0
route.detailed.wl_per_inst_um = 15.7
via_per_inst = 4.38
first_drt_iteration_drcs = 63
detail_route.first_pass.iterations = 4
num_vias = 1256

[placed_design]
detailed_place_hpwl_um = 3910
gp_congestion = 0.786
input_output_buffers = 130
placedInstanceArea_um2 = 1960

[hold_path]
hold_path.class = in -> out
worstHoldEndpoint = out[19]
holdCritStartpoint = inA[19]
hold_depth = 4

[synthesis]
top_cell_area_share = 0.377
postSynthSeqShare = 0
yosys-stat-cells = 113
synth_cell_type_count = 8
synth.largest_area_cell = sky130_fd_sc_hd__a22oi_1
yosys-top-cells-area = sky130_fd_sc_hd__a22oi_1, sky130_fd_sc_hd__o21ai_1, sky130_fd_sc_hd__nand2_1, sky130_fd_sc_hd__buf_2, sky130_fd_sc_hd__buf_6
yosys_warnings = 1
synth_cells = 113
postSynthAreaPerCell_um2 = 5.64
post_synth_instance_area_um2 = 637
ys_area_um2 = 637

[setup_path]
worstSetupEndpointType = output pin
arrival_time_of_the_worst_setup_path_ps = 2700
cp_num_cells = 7
worst_setup_path_start_kind = input port
crit_slowest_cell = sky130_fd_sc_hd__clkdlybuf4s50_1
worst_path_dominant_cell_family = buffers and inverters
path_buffers = 4
crit_top_cell = sky130_fd_sc_hd__clkdlybuf4s50_1
cp_cell_sequence = clkdlybuf4s50_1 > inv_1 > ha_2 > buf_4 > a22oi_1 > o21ai_0 > clkdlybuf4s50_1
worst_path_largest_cell_delay_ps = 480
timing.critical_path.fanout_max = 18
critical_path_class = in -> out
worst-endpoint-required_ps = 3120

[sta]
timing.final.crit_period_ps = 3480
count_of_final_hold_check_violations = 0
report.final.setup_viol = 0
final.period_utilization = 0.892
grt_setup_unrepaired = false
worst_slew_pin_slew_ps = 371
totalNegativeSetupSlack_ps = 0
fmax_mhz = 287
slew_headroom = 0.753
finalMaxSlewViolations = 0

[global_routing]
grt_remaining_overflow = 0
maximum_number_of_pins_on_one_net_before_global_route_repair = 37
number_of_global_route_vias_before_repair = 1224
grt_usage = 0.104
antenna_found_initial = 0
grt_pass1_wl_um = 6580

[die]
die_height_um = 88
rows = 24
io_pins = 130
fp.coreArea_um2 = 4410
chipArea_um2 = 7740
die_x_um = 88
fp_util = 0.144

[job]
log.warning_count = 33
maxCapViolCount = 0

[clock_tree]
cts.repair.resized = 0
ctsHoldBuffers = 0
cts.repair_timing.setup_buffer_count = 0

-- area by class of cell --
| class | count | area [um2] |
|---|---|---|
| Timing Repair Buffer | 135 | 1340 |
| Fill cell | 439 | 2450 |
| Tap cell | 52 | 65.1 |
| Inverter | 2 | 7.51 |
| Multi-Input combinational cell | 98 | 548 |
-- stage by stage --
stage | power, uW | setup slack [ps] | hold slack, ps | std cells
final | 242 | 420 | 2460 | 287
after global placement | 246 | 419 | 2470 | 287
after floorplan | 64.7 | 1640 | 1620 | 113
after detailed placement | 245 | 384 | 2470 | 287
after CTS | 247 | 387 | 2470 | 287
after global routing | 265 | 274 | 2500 | 287
-- Yosys cell counts, drive strengths merged --
cell type and n:
a22oi 32, nand2 32, o21ai 32, buf 13, ha 2, inv 2
-- power groups by stage --
| stage | clock, uW | sequential [uW] | combinational [uW] |
|---|---|---|---|
| after CTS | 0 | 0 | 247 |
| after global routing | 0 | 0 | 265 |
| final | 0 | 0 | 242 |
-- per-layer routing --
layer / part of all wire / vias up / track usage / routed length, um
li1: - / 665 / - / -
met4: 0.0073 / 0 / 0.00725 / 33
met3: 0.14 / 2 / 0.0468 / 616
met2: 0.47 / 71 / 0.177 / 2100
met5: 0 / - / 0 / 0
met1: 0.39 / 518 / 0.122 / 1760
-- cells by family (layout without fill, tap and decap cells) --
logic type	Yosys count	in the layout	share of synthesized area
AND/OR/NAND/NOR	32	32	0.189
adder cells (fa/ha/maj)	2	2	0.0393
buffers and inverters	15	137	0.143
AND-OR/OR-AND	64	64	0.629
-- how the worst max path moves through the flow --
stage           from  slack, ps  endpoint
finish        sel[0]        420   out[29]
global route  sel[0]        270   out[29]
CTS           sel[0]        390   out[29]
-- worst min-delay path, delay by kind of cell --
family                 cells  cell delay [ps]
buffers and inverters      2              790
AOI/OAI and AO/OA          1               50
and+or+nand+nor            1               60
Power is estimated from default activity; no workload was simulated.
