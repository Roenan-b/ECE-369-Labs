$ cat flow/config.mk
export PLATFORM = sky130hd
export DESIGN_NAME = RegisterID_EX
export DESIGN_NICKNAME = RegisterID_EX
export VERILOG_FILES = /design/flow/design.v
export SDC_FILE = /design/flow/constraint.sdc
export NUM_CORES = 4
export LEC_CHECK = 1
export CORE_AREA = 10 10 213 213
export DIE_AREA = 0 0 223 223
$ cat flow/design.v
`timescale 1ns / 1ps
module RegisterID_EX(Clk,Reset, ALUSrcIn,ALUopIn,RegDstIn,ALUSrcOut,ALUopOut,RegDstOut,BranchIn,MemWriteIn,MemReadIn,
                     BranchOut,MemWriteOut,MemReadOut,MemtoRegIn,RegWriteIn,MemtoRegOut,RegWriteOut,
                     ReadData1In,ReadData2In,PCAddResultIn,signResultIn,RTRegdestIn,RDRegdestIn,
                     ReadData1Out,ReadData2Out,PCAddResultOut,signResultOut,RTRegdestOut,
                     RDRegdestOut, UseShamtOut,UseShamtIn, shamtIn, shamtOut, RegDstSelIn,RegDstSelOut, MemSizeIn, MemUnsignedIn, MemSizeOut, MemUnsignedOut, rs_in, rs_out);
input Clk;
input Reset;
input ALUSrcIn;
input [5:0] ALUopIn;
input [1:0] RegDstIn;
input UseShamtIn;
input[4:0] shamtIn;
input[1:0] MemSizeIn;
input MemUnsignedIn;
output reg ALUSrcOut;
output reg [5:0]ALUopOut;
output reg[1:0] RegDstOut;
output reg UseShamtOut;
output reg[4:0] shamtOut;
input BranchIn;
input MemWriteIn;
input MemReadIn;
output reg BranchOut;
output reg MemWriteOut;
output reg MemReadOut;
  input [1:0] MemtoRegIn;
  input RegWriteIn;
  output reg [1:0] MemtoRegOut;
  output reg RegWriteOut;
  input [31:0] ReadData1In;
  input [31:0] ReadData2In;
  input [31:0] PCAddResultIn;
  input [31:0] signResultIn;  
  input [4:0] RTRegdestIn;
  input [4:0] RDRegdestIn;
  output reg [31:0] ReadData1Out;
  output reg [31:0] ReadData2Out;
  output reg [31:0] PCAddResultOut;
  output reg [31:0] signResultOut;  
  output reg [4:0] RTRegdestOut;
  output reg [4:0] RDRegdestOut;
  output reg [1:0] MemSizeOut;
  output reg       MemUnsignedOut;
    input      [1:0] RegDstSelIn;
    output reg [1:0] RegDstSelOut;
  input [4:0] rs_in;
  output reg [4:0] rs_out;
  always @(posedge Clk) begin
    if (Reset) begin
    ALUSrcOut <= 1'b0;
    ALUopOut <= 6'b000000;
    RegDstOut <= 2'b00;
    BranchOut <= 1'b0;
    MemWriteOut <= 1'b0;
    MemReadOut <= 1'b0;
    MemtoRegOut <= 2'b00;
    RegWriteOut <= 1'b0;
    UseShamtOut <= 1'b0;
    shamtOut    <= 5'b00000;
    RegDstSelOut <= 2'b00;
    MemSizeOut <= 2'b10;
    MemUnsignedOut <= 1'b0;
    rs_out <= 5'b00000;
  end else begin
    ALUSrcOut <= ALUSrcIn;
    ALUopOut <= ALUopIn;
    RegDstOut <= RegDstIn;
    UseShamtOut <= UseShamtIn;
    shamtOut <= shamtIn;
    BranchOut <= BranchIn;
    MemWriteOut <= MemWriteIn;
    MemReadOut <= MemReadIn;
    MemtoRegOut <= MemtoRegIn;
    RegWriteOut <= RegWriteIn;
    ReadData1Out <= ReadData1In;
    ReadData2Out <= ReadData2In;
    PCAddResultOut <= PCAddResultIn;
    signResultOut <= signResultIn;  
    RTRegdestOut <= RTRegdestIn;
    RDRegdestOut <= RDRegdestIn;
    RegDstSelOut <= RegDstSelIn;
    MemSizeOut <= MemSizeIn;
    MemUnsignedOut <= MemUnsignedIn;
    rs_out <= rs_in;
    end
  end
       endmodule
$ cat flow/constraint.sdc
current_design RegisterID_EX

set clk_period 1.0
set clk_io_pct 0.2

create_clock -name clk0 -period $clk_period [get_ports {Clk}]

set non_clock_inputs [all_inputs -no_clocks]
set_input_delay [expr $clk_period * $clk_io_pct] -clock clk0 $non_clock_inputs
set_output_delay [expr $clk_period * $clk_io_pct] -clock clk0 [all_outputs]
$ cat flow/run.sh
#!/bin/bash
# OpenROAD 26Q1-2900-gdf79404cd8, Yosys 0.63+post, stock flow scripts
make -C /OpenROAD-flow-scripts/flow DESIGN_CONFIG=/design/flow/config.mk WORK_HOME=/design/flow/orfs finish
==> results_slide.txt <==
Physical Implementation Snapshot

Run status
  – Status: complete, but fails checks
  – Violated checks: setup timing

Critical path
  – Slowest CP cell: edfxtp_1
  – Critical Path Sink Type: output port
  – Arrival @ worst endpoint: 1.02 ns
  – Crit path capture: PCAddResultOut[15]
  – Worst EP required: 0.80 ns
  – Maximum fanout along the worst path: 1
  – Slowest stage delay, CP: 0.42 ns
  – Kind of cell adding the most delay to the critical path: flip-flops
  – Crit path cell chain: buf_2
  – Crit start category: flip-flop
  – Crit path kind: flip-flop to output port
  – Worst setup path start: PCAddResultOut[15]
  – WP depth: 1
  – Buf/Inv on CP: 1

Clock network
  – H-tree depth: 4
  – Hold buffer count at CTS: 0
  – Max Buffers Root-to-Sink: 2
  – Clock sinks: 169
  – TritonCTS clock tree: done
  – CTS Buf Count: 17
  – CTS root buf: clkbuf_16
  – Register clock-pin slew on the reported worst setup and hold paths: 0.07 ns

Final timing
  – Final Hold Fails: 0
  – Final Max Slew Viols: 0
  – Max Fclk: 821 MHz
  – Setup-failing EPs final: 169
  – Period utilization: 122%
  – Unrepaired setup endpoints after global routing: yes
  – Worst Max-Slew Pin Slew: 0.312 ns
  – Setup ws final: -0.218 ns
  – Period minus WS final: 1.22 ns
  – Slew HR: 79.2%

Synth
  – Yosys cell count: 204
  – Ys Warns: 1
  – Cell taking the most area after synthesis: edfxtp_1
  – Mean Syn Cell Area: 24.4 sq um
  – Post-synth regs: 169
  – Yosys cell types: 7
  – Sequential area share after synthesis: 95.6%
  – Netlist Area Pre-Place: 4980 sq um
  – YS chip area: 4980 sq um
  – Top cell area share: 83.2%
  – Cell area leaders: edfxtp_1 83%, dfxtp_1 12%, nor2b_1 3.8%
  – Cell count after synthesis: 204

Global routing
  – Global-route wire length before repair: 25100 um
  – Grt total ovfl: 0
  – Initial antenna violation count: 4
  – Total track usage: 7.06%
  – Pin count of the biggest net entering global routing: 32
  – Vias in the first global route: 3484

Routing
  – # DRC: 0
  – Final WL: 18100 um
  – Initial DRT Pass Iterations: 4
  – Post-route ant nets: 0
  – Number of vias per cell: 2.91
  – WL/cell: 16.2 um
  – Initial detailed-routing violation count: 196
  – Vias: 3253

Floorplan
  – Row cnt: 74
  – DIE WIDTH: 223 um
  – Fp util: 12.2%
  – Height of the chip: 223 um
  – Chip area: 49700 sq um
  – # IOs: 340
  – Core area: 40800 sq um

Cells and area
  – Filler cell count: 4354
  – Area growth syn-to-layout: 80.0%
  – Post-Layout Inst Area: 8970 sq um
  – Share of cells above drive strength 1: 38.0%
  – Final core occ: 22.0%

Placed design
  – Post-DP HPWL: 14700 um
  – Routability cong.: 0.773
  – IO Port Bufs: 339
  – Pre-CTS WS: -0.525 ns
  – Post-DP Area: 9160 sq um

Worst hold path
  – Worst hold path type: input port to flip-flop

Flow run
  – Tool Warnings: 28
  – Max cap viols: 0

Power and ir drop
  – Combinational power share: 8.8%
  – LEAKAGE: 3.41 nW
  – Max VDD drop: 1.04 mV
  – Net Sw Power: 3.33 mW
  – Internal power: 12.6 mW
  – Sw Ratio: 20.9%
  – Pwr/cell area: 1780 nW/um^2
  – Sequential power share: 52.0%
  – Clock Power Share: 39.2%
[timing repair]
item | 4_1_cts | 5_1_grt
hold endpoints to repair | 0 | 0
buffers inserted | 2 | 0
gates resized | 572 | 8
cloned | 1 | 0
endpoints found under the setup margin | 205 | 169
[stage by stage]
stage | total power [mW] | cells | setup TNS (ns) | hold slack (ns)
6_report | 15.9 | 1117 | -19.20 | 0.288
5_1_grt | 16.7 | 1116 | -30.97 | 0.255
4_1_cts | 16.3 | 1116 | -28.96 | 0.246
3_5_place_dp | 10.4 | 1081 | -77.01 | 0.758
3_3_place_gp | 10.3 | 1081 | -81.92 | 0.755
2_1_floorplan | 8.47 | 204 | -237.94 | 0.272
[cells by family after synthesis]
family,count (synthesis),share of synthesized area [%]
and+or+nand+nor,31,3.89
DFF,169,95.6
buffers and inverters,4,0.502
[routing by layer]
metal / GRT usage [%] / wire [um] / vias up / part of all wire (%)
met5: 0 / 27 / - / 0.15
met4: 1.02 / 289 / 4 / 1.6
met3: 5.52 / 2990 / 21 / 17
met2: 10.8 / 8200 / 224 / 45
met1: 7.76 / 6570 / 1500 / 36
li1: - / - / 1504 / -
[cells in the mapped netlist (all sizes together)]
library cell,number
dfxtp,31
or2,1
buf,3
inv,1
nor2b,30
edfxtp,138
[power groups by stage]
stage	clock, mW	sequential, mW	combinational (mW)
final	6.24	8.29	1.41
after global routing	6.80	8.34	1.54
after CTS	6.55	8.30	1.45
[layout make-up]
type / instances / area [sq um] / area share, %
Sequential cell: 169 / 4780 / 53.3
Timing Repair Buffer: 351 / 2770 / 30.9
Tap cell: 532 / 666 / 7.42
Clock buffer: 19 / 433 / 4.83
Multi-Input combinational cell: 31 / 194 / 2.16
Clock inverter: 13 / 119 / 1.33
Inverter: 1 / 7.51 / 0.0837
Antenna cell: 1 / 2.50 / 0.0279
[cells in the final DEF (no fill, tap or decap)]
cell             Yosys  routed
buf_12               0       5
inv_6                0       4
nor2b_1             30      30
or2_1                1       1
bufinv_16            0       1
dlygate4sd2_1        0       1
clkbuf_1             0       2
clkinv_1             0       1
dfxtp_2              0      11
buf_16               0       1
edfxtp_1           138     138
diode_2              0       1
bufbuf_16            0       1
clkdlybuf4s50_1      0     169
clkinv_2             0       2
buf_6                1       4
dfxtp_1             31      20
clkbuf_16            0      17
buf_2                2     165
clkinv_4             0       2
buf_4                0       5
clkinvlp_4           0       4
[worst min-delay path by stage]
| stage | startpoint | endpoint | slack [ns] | cells after the start |
|---|---|---|---|---|
| 4_1_cts | MemtoRegIn[0] | MemtoRegOut[0] | 0.25 | 2 |
| 5_1_grt | MemtoRegIn[0] | MemtoRegOut[0] | 0.26 | 2 |
| 6_report | rs_in[3] | rs_out[3] | 0.29 | 2 |
[state kept, by name (all words and copies together), names as in the netlist]
signal	flops
PCAddResultOut	32
ReadData1Out	32
ReadData2Out	32
signResultOut	32
ALUopOut	6
RDRegdestOut	5
RTRegdestOut	5
rs_out	5
shamtOut	5
MemSizeOut	2
MemtoRegOut	2
RegDstOut	2
RegDstSelOut	2
ALUSrcOut	1
BranchOut	1
MemReadOut	1
MemUnsignedOut	1
MemWriteOut	1
RegWriteOut	1
UseShamtOut	1
Power figures rest on the tool's default switching activity, not on a simulated workload.
