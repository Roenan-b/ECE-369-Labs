`./run.sh`:
```
#!/bin/bash
# OpenROAD 26Q1-2900-gdf79404cd8, Yosys 0.63+post, stock flow scripts
make -C /OpenROAD-flow-scripts/flow DESIGN_CONFIG=/design/flow/config.mk WORK_HOME=/design/flow/orfs finish
```
`./config.mk`:
```
export PLATFORM = sky130hd
export DESIGN_NAME = MEM_WB
export DESIGN_NICKNAME = MEM_WB
export VERILOG_FILES = /design/flow/design.v
export SDC_FILE = /design/flow/constraint.sdc
export NUM_CORES = 4
export LEC_CHECK = 1
export CORE_AREA = 10 10 145 145
export DIE_AREA = 0 0 155 155
```
`./constraint.sdc`:
```
current_design MEM_WB

set clk_period 1.0
set clk_io_pct 0.2

create_clock -name clk0 -period $clk_period [get_ports {Clk}]

set non_clock_inputs [all_inputs -no_clocks]
set_input_delay [expr $clk_period * $clk_io_pct] -clock clk0 $non_clock_inputs
set_output_delay [expr $clk_period * $clk_io_pct] -clock clk0 [all_outputs]
```
`./design.v`:
```
`timescale 1ns / 1ps
module MEM_WB(ReadDataIn, ReadDataOut, ALUResultIn, ALUResultOut, MemtoRegIn, MemtoRegOut, RegWriteIn, RegWriteOut, Clk, Reset, WriteRegOut, WriteRegIn,PCResultIn,
PCResultOut, BranchTakenIn, BranchTakenOut);
  input Clk;
  input Reset;
  input [31:0] ALUResultIn;
  input [31:0] ReadDataIn;
  input [31:0] PCResultIn;
  input [1:0] MemtoRegIn;
  input RegWriteIn;
  input[4:0] WriteRegIn;
  input BranchTakenIn;
  output reg [31:0] ALUResultOut;
  output reg [31:0] ReadDataOut;
  output reg [31:0] PCResultOut;
  output reg [1:0] MemtoRegOut;
  output reg RegWriteOut;
  output reg [4:0] WriteRegOut;
  output BranchTakenOut;
  reg BranchTaken_q;
  always @(posedge Clk) begin
    if(Reset) begin
        ALUResultOut <= 32'b0;
        ReadDataOut <= 32'b0;
        MemtoRegOut <= 2'b00;
        RegWriteOut <= 1'b0;
        BranchTaken_q <= 1'b0;
     end else begin
    ALUResultOut <= ALUResultIn;
    ReadDataOut <= ReadDataIn;
    MemtoRegOut <= MemtoRegIn;
    RegWriteOut <= RegWriteIn;
    WriteRegOut <= WriteRegIn;
    PCResultOut <= PCResultIn;
    BranchTaken_q <= BranchTakenIn;
  end
  end
  assign BranchTakenOut = BranchTaken_q;
endmodule
```
==> reports/results.ini <==
[final_timing]
hold_violations = 0
rsz0062_at_grt = true
clock.fmax_mhz = 956.8
tightestPinTransition_ns = 0.2516
fin_ws_ns = -0.04516
slew_violations = 0
finalSetupViolCount = 37
fin_crit_ns = 1.045
max_slew_margin_pct = 83.23
period_used_pct = 104.5

[outcome]
status = finished, violations left
violations = negative setup slack

[clock_network]
cts_root_buf = clkbuf_16
htree_levels = 3
path_clk_slew_ns = 0.07
cts.path.max_buffers = 2
cts_tree = yes
cts_hold_buf = 0
cts_buffers = 9
clkSinkCount = 105

[die]
die-width_microns = 155
ioPinCount = 212
die_h_microns = 155
core_area_sq_um = 17960
fp_util_pct = 16.40
chip_area_sq_um = 24030
rows = 49

[critical_path]
critical-path-slowest-cell = edfxtp_1
path_buffers = 1
crit_required_ns = 0.80
crit_type = flip-flop to output port
path_depth = 1
max_stage_delay_ns = 0.38
worst_ep_arrival_time_ns = 0.85
critPathCaptureType = output port
path_delay_family = flip-flops
worstSetupStartpointType = flip-flop
path_cells = buf_2
crit_path_max_fanout = 1

[power_and_ir_drop]
p_leak_nw = 2.161
peakVddDrop_uv = 903.4
cellPowerDensity_nw_per_um2 = 1723

[route]
vias = 2120
wirelength_microns = 9894
antennaDiodeCount = 0
wl_per_cell_microns = 15.53
drcViolationCount = 0
first_pass_iters = 4
viasPerCell = 3.328
drt-initial-drc-count = 22
ant_nets = 0

[final_layout]
layout_top_cells = clkdlybuf4s50_1 (105), buf_2 (100), nor2b_1 (68), dfxtp_1 (54), edfxtp_1 (37)
drive_gt1_share_pct = 35.29
area_growth_pct = 76.72
final_common_cell = clkdlybuf4s50_1
final_area_sq_um = 5205
final_cell_count_no_fill = 637

[flow_run]
stage_log_warnings = 28
cap_viol_max_count = 0

[placement]
placed_cells = 621
gp_congestion = 0.8149
io_buffers = 211
dpl_worst_slack_ns = -0.05327
place_area_sq_um = 5389
hpwl_microns = 8226

[yosys]
yosysUniqueCellTypes = 7
yosys_warnings = 1
synth_seq_share_pct = 83.94
syn_avg_cell_area_sq_um = 16.27
yosysChipArea_sq_um = 2945
yosys_cells = 181
synthCells = 181
synth_flops = 105
netlist_area_sq_um = 2945

[global_routing]
grt_antenna_before_repair = 0
overflow = 0
grt_max_degree = 25
grt_pass1_vias = 2271
grt_use_total_pct = 7.986
grt_pass1_wl_microns = 14690

[min_path]
min_from = Reset
holdPathStages = 3
hp-class = primary input to flip-flop
hold-path-endpoint = ALUResultOut[4]$_SDFF_PP0_

[layout make-up]
class,count,area (sq um)
repair buffers,218,1709
clock inverters,7,61.31
multi-input cells,68,425.4
fillers,1846,12760
flip-flops and latches,105,2490
well taps,229,286.5
inverters,1,7.507
clock buffers,9,225.2
[Yosys cell counts, drive strengths merged]
library cell / instances / area (sq um)
edfxtp: 37 / 1111
dfxtp: 68 / 1361
buf: 7 / 43.79
nor2b: 68 / 425.4
inv: 1 / 3.750
[state kept, by name, summed over array words and instances, names as in the netlist]
name,cells
ReadDataOut,32
PCResultOut,32
ALUResultOut,32
BranchTaken_q,1
RegWriteOut,1
MemtoRegOut,2
WriteRegOut,5
[logic make-up (layout without fill, tap and decap cells)]
| logic type | count (synthesis) | count (layout) | synth area share [%] |
|---|---|---|---|
| and+or+nand+nor | 68 | 68 | 14.44 |
| buffers and inverters | 8 | 235 | 1.614 |
| DFF | 105 | 105 | 83.94 |
[metrics by stage]
stage          hold WS, ns  power [mW]  setup TNS, ns  utilization (%)
3_3_place_gp        0.5957       5.973        -0.2251            30.00
3_5_place_dp        0.6122       5.980        -0.2415            30.00
2_1_floorplan       0.2989       4.942         -6.805                -
5_1_grt             0.2345       9.436         -3.269            28.98
6_report            0.2247       8.966        -0.7440            28.98
4_1_cts             0.2146       9.210         -2.217            28.80
[per-layer routing]
layer / routed length [microns] / GRT usage (%) / vias up
met4: 151 / 1.035 / 0
met3: 1494 / 5.346 / 11
met1: 3693 / 8.797 / 944
li1: - / - / 1026
met5: 0 / 0 / -
met2: 4554 / 12.90 / 139
[report_power, final]
group | switching, mW | internal [mW]
sequential | 0.0602 | 4.70
combinational | 0.225 | 0.631
clock | 1.61 | 1.74
[how the worst max path moves through the flow]
| stage | from | to | slack, ns |
|---|---|---|---|
| after CTS | PCResultOut[8]$_DFFE_PN_ | PCResultOut[8] | -0.08 |
| after global routing | PCResultOut[8]$_DFFE_PN_ | PCResultOut[8] | -0.11 |
| final | PCResultOut[8]$_DFFE_PN_ | PCResultOut[8] | -0.05 |
[timing repair]
item / in CTS / in global routing
resized: 346 / 9
setup buffers: 0 / 0
endpoints found under the setup margin: 105 / 60
Power figures rest on the tool's default switching activity, not on a simulated workload.
