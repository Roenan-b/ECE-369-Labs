==> ./design.v <==
`timescale 1ns / 1ps
module RegisterIF_ID(PCAddResult,instructionReadIn,PCAddResultOut,instructionReadOut,Clk, Reset);
input Clk;
input Reset;
input [31:0]  PCAddResult;
  input [31:0] instructionReadIn;
  output reg [31:0]instructionReadOut;
  output reg [31:0] PCAddResultOut;
    always @(posedge Clk) begin
      if(Reset) begin
        instructionReadOut <= 32'b0;
        PCAddResultOut <= 32'b0;
      end else begin
  instructionReadOut <= instructionReadIn;
  PCAddResultOut <= PCAddResult;
    end
    end
    endmodule
==> ./run.sh <==
#!/bin/bash
# OpenROAD 26Q1-2900-gdf79404cd8, Yosys 0.63+post, stock flow scripts
make -C /OpenROAD-flow-scripts/flow DESIGN_CONFIG=/design/flow/config.mk WORK_HOME=/design/flow/orfs finish
==> ./config.mk <==
export PLATFORM = sky130hd
export DESIGN_NAME = RegisterIF_ID
export DESIGN_NICKNAME = RegisterIF_ID
export VERILOG_FILES = /design/flow/design.v
export SDC_FILE = /design/flow/constraint.sdc
export NUM_CORES = 4
export LEC_CHECK = 1
export CORE_AREA = 10 10 111 111
export DIE_AREA = 0 0 121 121
==> ./constraint.sdc <==
current_design RegisterIF_ID

set clk_period 1.0
set clk_io_pct 0.2

create_clock -name clk0 -period $clk_period [get_ports {Clk}]

set non_clock_inputs [all_inputs -no_clocks]
set_input_delay [expr $clk_period * $clk_io_pct] -clock clk0 $non_clock_inputs
set_output_delay [expr $clk_period * $clk_io_pct] -clock clk0 [all_outputs]
==> ci_impl_report.md <==
### Metrics collected by this job

| Metric | Value |
|---|---|
| WP data required | approximately 0.80 ns |
| Mapped Area | ~1900 µm² |
| Area of the core | about 9900 µm² |
| Cell family with most CP delay | flip-flops |
| Reg clk slew, reported paths | around 0.070 ns |
| CP max stage cell | dfxtp_2 |
| Final Non-Filler Cells | 409 |
| I/O pins | between 100 and 150 |
| WP depth | 1 |
| Critical Path Start Type | register |
| RSZ-0062 raised after global routing | true |
| Finish-stage setup viols | 0 |
| Met3 Wirelength | a little under 800 µm |
| Post-CTS Setup Inserts | 0 |
| Yosys top cell by instances | dfxtp_1 |
| CTS Buffer Depth | 2 |
| H-tree Lvls | 3 |
| Die height | 121 µm |
| DR WL met2 | approximately 2.2 mm |
| Worst path cell trace | buf_2 |
| Total grt overflow | 0 |
| OpenROAD warning count | 27 |
| Initial antenna violation count | 0 |
| Ys flop type | dfxtp_1 |
| Rel. slew slack | 88.6% |
| Initial DRC count | between 60 and 70 |
| Hold_ws | ~0.26 ns |
| CTS root buffer | clkbuf_8 |
| Hold Startpoint | Reset |
| Max-area cell share | between 60% and 70% |
| VDD IR max | approximately 0.48 mV |
| Rows | 36 |
| Metal-1 WL | 2.47 mm |
| Placer Congestion | around 0.8 |
| Worst Path Max Fanout | 1 |
| Critical Path Max Stage Delay | ~0.32 ns |
| Yosys stat cell total | 135 |
| DP Area | 3350 µm² |
| Fin crit period | between 0.9 and 1 ns |
| Crit path arrival time | about 0.76 ns |
| Async set or reset register ratio after synthesis | 0% |
| Yosys cell types | 5 |
| Global-route wire length before repair | between 8 and 9 mm |
| Via density | 3.33 |
| Total of max-cap violations | 0 |
| Pre-Repair DR Iteration Count | 3 |
| Number of global-route vias before repair | 1377 |
| Cell type with the largest total area | dfxtp_1 |
| Diodes inserted | 0 |
| Area growth syn-to-layout | 66.8% |
| FP Core Util | 19.4% |
| Die area | 14600 µm² |
| WP buf/inv | 1 |
| Hold Crit Depth | 3 |
| HP Class | in2reg |
| Worst Setup Slack, final | roughly 0.038 ns |
| I/O Buffers | ~130 |
| Post-synth regs | ~64 |
| Seq share, synth | between 60 and 70% |
| DR WL/cell | 13.5 µm |
| Status | complete, no violations |
| CTS buffer count | 9 |
| Cells after Synth | ~140 |
| Synth cell count leaders | dfxtp_1 (64), nor2b_2 (60), buf_6 (5), nor2b_1 (4), buf_8 (2) |
| Final wirelength | ~5.5 mm |
| DIE WIDTH | between 100 and 150 µm |
| DRC | 0 |
| Share of layout cells above drive strength 1 | 54.3% |
| Final Slew Violations | 0 |
| Storage element area | 1290 µm² |
| P_leak | approximately 0.0014 µW |
| Clock sink count | about 64 |
| Post-synth EDFFs | 0 |
| Fill cell count | slightly above 1000 |
| Setup Slack @ Placement | slightly above 0.003 ns |
| Pwr/cell area | around 1600 nW/µm² |
| F_max | between 1000 and 1500 MHz |
| Dpl cells | about 390 |
| Tot GR Track Use | under 10% |
| YS chip area | between 1500 and 2000 µm² |
| Hpwl dp | roughly 4.3 mm |
| Top layer in use | met4 |
| Largest net degree at the start of global routing | 26 |
| Top cells, area | dfxtp_1 (67%), nor2b_2 (27%), buf_6 (2.9%), buf_8 (1.6%), nor2b_1 (1.3%) |
| CTS tree | done |
| Critical Path End Type | output pin |
| Routed via count | approximately 1400 |
| DRT antenna net count | 0 |
| Synth warnings | 1 |
| Combinational Area | between 500 and 600 µm² |
| CP Class | reg2out |
| Fin Setup TNS | 0 ns |
| Avg Inst Size Synth | 14.2 µm² |
| Hold endpoint | PCAddResultOut[15] |
| Endpoints failing hold | 0 |
| Worst slew pin tran | 0.170 ns |
| Post-route cell area | approximately 3200 µm² |
| Fin crit share | 96.2% |
-- stage by stage --
step                      utilization [%]  total power [µW]
after detailed placement             33.9              3480
final                                32.4              5170
after floorplan                         -              2940
after CTS                            32.4              5330
after global placement               33.9              3480
after global routing                 32.4              5480
-- logic make-up after synthesis --
| family | synth area share (%) |
|---|---|
| flops | 66.8 |
| buf+inv | 4.50 |
| simple gates | 28.7 |
-- layout by cell type (no fill, tap or decap) --
cell type	count
buf_12	3
clkbuf_8	9
dfxtp_1	57
nor2b_1	4
clkinv_2	4
clkdlybuf4s50_1	64
buf_2	64
clkinvlp_4	1
buf_4	1
nor2b_2	60
clkbuf_1	1
dfxtp_2	7
clkinv_4	1
-- flip-flops by register name, summed over array words and instances (netlist names) --
name	flops
instructionReadOut	32
PCAddResultOut	32
-- final cells by class --
| type | count | share of cell area [%] |
|---|---|---|
| multi-input combinational | 64 | 17.2 |
| sequential | 64 | 40.3 |
| clock buffer | 10 | 3.99 |
| clock inverter | 6 | 1.13 |
| timing repair buffer | 132 | 32.1 |
| tap | 133 | 5.20 |
-- layer usage --
layer / track usage (%) / up-vias
met3: 4.58 / 9
met4: 1.21 / 0
met1: 10.1 / 589
met5: 0 / -
met2: 9.49 / 87
li1: - / 675
-- how the worst max path moves through the flow --
stage | start | endpoint
5_1_grt | instructionReadOut[29] | instructionReadOut[29]
4_1_cts | instructionReadOut[29] | instructionReadOut[29]
6_report | instructionReadOut[29] | instructionReadOut[29]
-- what timing repair did --
action / in CTS / in global routing
pin swaps: 0 / 0
setup endpoints to repair: 64 / 7
hold buffers: 0 / 0
gates resized: 204 / 2
endpoints found under the hold margin: 0 / 0
-- power by group --
part           internal [µW]  leakage, µW  total, µW  switching, µW
combinational            422     0.000790        567            145
sequential              2690     0.000535       2710           26.9
clock                    886    0.0000858       1890           1000
Power and IR drop assume default switching activity.
