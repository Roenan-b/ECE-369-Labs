==> flow/config.mk <==
export PLATFORM = sky130hd
export DESIGN_NAME = EX_MEM
export DESIGN_NICKNAME = EX_MEM
export VERILOG_FILES = /design/flow/design.v
export SDC_FILE = /design/flow/constraint.sdc
export NUM_CORES = 4
export LEC_CHECK = 1
export CORE_UTILIZATION = 30
==> flow/constraint.sdc <==
current_design EX_MEM

set clk_period 1.0
set clk_io_pct 0.2

create_clock -name clk0 -period $clk_period [get_ports {Clk}]

set non_clock_inputs [all_inputs -no_clocks]
set_input_delay [expr $clk_period * $clk_io_pct] -clock clk0 $non_clock_inputs
set_output_delay [expr $clk_period * $clk_io_pct] -clock clk0 [all_outputs]
==> flow/design.v <==
`timescale 1ns / 1ps
module EX_MEM(
  input         Clk,
  input         Reset,
  input  [31:0] AddResultIn,
  input  [31:0] ALUResultIn,
  input  [4:0]  MuxIn,             
  input  [31:0] ReadData2In,
  input  [31:0] PCAddResultIn,
  input         ZeroIn,
  input         MemWriteIn,
  input         MemReadIn,
  input         BranchIn,
  input  [1:0]  MemtoRegIn,
  input         RegWriteIn,
  input  [4:0]  WriteRegIn,
  input  [1:0]  MemSizeIn,
  input         MemUnsignedIn,
  input  BranchCondIn,      
  output reg [31:0] AddResultOut,
  output reg [31:0] ALUResultOut,
  output reg [4:0]  MuxOut,        
  output reg [31:0] ReadData2Out,
  output reg [31:0] PCAddResultOut,
  output reg        ZeroOut,
  output reg        MemWriteOut,
  output reg        MemReadOut,
  output reg        BranchOut,
  output reg [1:0]  MemtoRegOut,
  output reg        RegWriteOut,
  output reg [4:0]  WriteRegOut,
  output reg [1:0]  MemSizeOut,
  output reg        MemUnsignedOut,
  output BranchCondOut      
);
  reg BranchCond_q;
  always @(posedge Clk or posedge Reset) begin
    if (Reset) begin
      AddResultOut     <= 32'h0000_0000;
      ALUResultOut     <= 32'h0000_0000;
      MuxOut           <= 5'd0;
      ReadData2Out     <= 32'h0000_0000;
      PCAddResultOut   <= 32'h0000_0000;
      WriteRegOut      <= 5'd0;
      ZeroOut          <= 1'b0;
      MemWriteOut      <= 1'b0;
      MemReadOut       <= 1'b0;
      BranchOut        <= 1'b0;
      MemtoRegOut      <= 2'b00;
      RegWriteOut      <= 1'b0;
      MemSizeOut       <= 2'b10;    
      MemUnsignedOut   <= 1'b0;     
      BranchCond_q     <= 1'b0;
    end else begin
      AddResultOut     <= AddResultIn;
      ALUResultOut     <= ALUResultIn;
      MuxOut           <= MuxIn;
      ReadData2Out     <= ReadData2In;
      PCAddResultOut   <= PCAddResultIn;
      WriteRegOut      <= WriteRegIn;
      ZeroOut          <= ZeroIn;
      MemWriteOut      <= MemWriteIn;
      MemReadOut       <= MemReadIn;
      BranchOut        <= BranchIn;
      MemtoRegOut      <= MemtoRegIn;
      RegWriteOut      <= RegWriteIn;
      MemSizeOut       <= MemSizeIn;
      MemUnsignedOut   <= MemUnsignedIn;
      BranchCond_q     <= BranchCondIn;
    end
   end
    assign BranchCondOut = BranchCond_q;
endmodule
==> flow/run.sh <==
#!/bin/bash
# OpenROAD 26Q1-2900-gdf79404cd8, Yosys 0.63+post, stock flow scripts
make -C /OpenROAD-flow-scripts/flow DESIGN_CONFIG=/design/flow/config.mk WORK_HOME=/design/flow/orfs finish
==> results.txt <==
Physical implementation status

The tightest min-delay check is of the in2reg type. In this run, the clock network consumes 44.8% of the power. The run finished, with violations left.

The post-layout minimum cycle time stands at 1.19 ns. On the critical path the data arrives at 0.99 ns. The total I/O pin count stands at 300. The met1 track demand over resource in global routing stands at 21.3%. The number of unique standard cell types used by synthesis stands at 3. After detailed placement, the design holds a cell count of 630. In this run the remaining antenna-violating nets after routing total 0. The synthesized netlist was found by Yosys to have 150 cells.

The timing report attributes the biggest portion of critical-path delay to flip-flops. The delay of the slowest cell on the worst path stands at 0.51 ns. Per the OpenROAD floorplan log, the area of the die is 12900 um2.

The area taken by sequential standard cells is reported as 3730 um2. Leaving out fill and tap cells, the most frequent cell in the layout is sky130_fd_sc_hd__clkdlybuf4s50_1. By startpoint and endpoint, the worst setup path is classified as reg2out.

The via count of the routed design stands at 2509. In this run the static leakage power is 3.30 nW. The tool warning count for the run is 28. Looking at the power breakdown, combinational cells take 7.8% of the total. Measured along the x axis, the die boundary spans 114 um. The internal cell power stands at 10.9 mW. The share of the core area taken by cells at floorplan is 31.0%. The area used by multi-input combinational logic stands at 0 um2.

After floorplanning, the core was sized to cover 12100 um2. The maximum fanout along the worst path stands at 1. The post-synthesis instance area stands at 3730 um2. The script computed a power per unit cell area of 1930 nW/um2. The number of pins with negative max-slew slack in the final report stands at 0. The number of combinational gates with multiple inputs stands at 0. The report lists the cells along the critical path as buf_2. The global routing usage summed across all routing layers stands at 16.6%. The CTS sink count stands at 149. The sequential power share stands at 47.5%.

The final routed wirelength across all metal layers stands at 10200 um. Per the CTS log, the root buffer master is sky130_fd_sc_hd__clkbuf_16. After global routing, the most crowded layer is met2. The post-synth area from yosys stat stands at 3730 um2. In the final report, the number of hold violations comes to 0. Ranking logic cells in the layout by count gives the top entries 150 x sky130_fd_sc_hd__clkdlybuf4s50_1, 149 x sky130_fd_sc_hd__buf_2, 148 x sky130_fd_sc_hd__dfrtp_1.

The switching power summed over all nets stands at 2.55 mW. The CTS buffer count stands at 17. The worst setup path is launched from a flop. Counting along the longest clock path gives a buffer depth of 2.

Compared with the post-synthesis result, the final layout area differs by 87.0%. The slowest stage of the critical path is the sky130_fd_sc_hd__dfstp_2 cell. The via count of the first global-routing pass stands at 2643. The count of non-filler cells in the finished layout stands at 661. The worst-case headroom to the max-slew limit stands at 85.6%.

The sequential fraction of the synthesis area stands at 99.9%. The worst setup path is captured at a primary output. The final weighted congestion of routability-driven global placement stands at 0.775.

For met3 alone, demand over resource in global routing was 8.66%. The data required time at the worst endpoint stands at 0.80 ns. TritonCTS built the clock tree. Entering global routing, the biggest net connects 42 pins.

In this run the cell area measured after placement is 7150 um2. The total negative setup slack stands at -10.35 ns. The final reports fail on negative setup slack. The power report shows net switching accounting for 18.9% of the total. The layout cell share with drive strength beyond 1 stands at 39.4%. The iteration count recorded for the first detailed-route pass is 3. The total overflow left after global routing is 0. The highest clock rate stands at 842 MHz. On the final layout, the worst hold slack is 0.204 ns.

The number of H-tree branching levels stands at 4. The met2 routing resource usage after global routing stands at 26.5%. The warning tally printed by Yosys for this design is 1. The first global-routing pass estimated 15000 um of wire.

In the final routed layout, each cell accounts on average for 15.4 um. Looking at the max-slew report, the worst-margin pin has a slew of 0.216 ns. After technology mapping, the gate count stands at 150. The sum of internal, switching and leakage power stands at 13.5 mW. The timing report gives the clock slew at the launch and capture registers of the worst setup and hold paths as 0.05 ns. The number of antenna diodes stands at 0.

The summed area of non-filler cells in the final layout stands at 6980 um2. The script logs the ratio of routed vias to standard cells as 3.80. A synthesized cell averages 24.9 um2. The row count stands at 40.

The post-detailed-placement half-perimeter wirelength stands at 7860 um. Setup repair after global routing could not meet its margin everywhere. The worst setup slack after layout stands at -0.187 ns. The number of max-cap violations stands at 0. The number of endpoints failing setup at the final stage stands at 149.

The final critical path takes up 119% of the cycle. The starting DRC count in detailed routing stands at 61. The vertical die size stands at 114 um.

The initial antenna violation count came to 0. VDD sags by at most 0.00153 V. In this run, post-CTS hold repair placed 0 buffers.

The timing report notes that buffer and inverter cells on the critical path total 1. The post-route DRC violation count stands at 0. Yosys reported a register bit count of 149. After filler insertion, the fill cell instance count of the layout stands at 989.

The number of port buffers stands at 299.
-- metrics by stage --
step / util, % / setup WS, ns
2_1_floorplan: - / -1.07
3_3_place_gp: 59.3 / -0.144
3_5_place_dp: 59.3 / -0.129
4_1_cts: 57.9 / -0.211
5_1_grt: 57.9 / -0.240
6_report: 57.9 / -0.187
-- cells in the mapped netlist (all sizes together) --
| master | n | area, um2 |
|---|---|---|
| inv | 1 | 3.75 |
| dfstp | 1 | 26.3 |
| dfrtp | 148 | 3700 |
-- cells by family (layout without fill, tap and decap cells) --
group	Yosys count	count (layout)	share of synthesized area (%)
buffers and inverters	1	344	0.100
flip-flops	149	149	99.9
-- power by group through the flow --
stage | Sequential (mW) | Combinational (mW) | Clock, mW
4_1_cts | 6.40 | 1.08 | 6.23
5_1_grt | 6.42 | 1.15 | 6.50
6_report | 6.40 | 1.05 | 6.04
-- timing repair --
| action | 4_1_cts | 5_1_grt |
|---|---|---|
| gates cloned | 0 | 0 |
| setup buffers | 0 | 0 |
| gates resized | 469 | 0 |
| setup endpoints to repair | 149 | 149 |
-- metal layers --
| layer | vias up | share of wire, % |
|---|---|---|
| met5 | - | 0 |
| met4 | 0 | 1.4 |
| met3 | 9 | 14 |
| met2 | 180 | 50 |
| met1 | 1194 | 35 |
| li1 | 1126 | - |
-- final timing paths --
path	startpoint	to	slack (ns)	cells after the start
setup / recovery	MemSizeOut[1]	MemSizeOut[1]	-0.19	1
max in group asynchronous	Reset	AddResultOut[9]	0.51	4
hold / removal	MemSizeIn[1]	MemSizeOut[1]	0.20	1
min in group asynchronous	Reset	AddResultOut[28]	0.21	3
-- registers in the layout (all words and copies together), names as in the netlist --
register and cells:
ALUResultOut 32, AddResultOut 32, PCAddResultOut 32, ReadData2Out 32
MuxOut 5, WriteRegOut 5, MemSizeOut 2, MemtoRegOut 2
BranchCond_q 1, BranchOut 1, MemReadOut 1, MemUnsignedOut 1
MemWriteOut 1, RegWriteOut 1, ZeroOut 1
-- layout make-up --
class | count | area share, %
inverters | 1 | 0.108
well taps | 168 | 3.01
clock buffers | 21 | 6.74
flip-flops and latches | 149 | 53.4
repair buffers | 312 | 35.2
clock inverters | 10 | 1.51
Power and IR drop assume default switching activity.
